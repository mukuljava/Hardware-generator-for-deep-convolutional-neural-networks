==> design.v <==
module conv_64_8_16_1(clk, reset, s_data_in_x, s_valid_x, s_ready_x, m_data_out_y, m_valid_y, m_ready_y);
    parameter                      T = 16, X_COUNT = 64, F_COUNT = 8, ADDR_X = $clog2(X_COUNT), ADDR_F = $clog2(F_COUNT);
    input                          clk, reset, s_valid_x, m_ready_y;
    input signed [T-1:0]           s_data_in_x;
    output logic                   s_ready_x, m_valid_y;
    output logic signed [T-1:0]    m_data_out_y;
    logic [ADDR_X-1:0]             addr_x1;
    logic [ADDR_F-1:0]             addr_f;
    logic                          wr_en_x, clear_acc, en_acc, op_done;
    datapath d(.clk(clk), .reset(reset), .s_data_in_x(s_data_in_x), .wr_en_x(wr_en_x), .clear_acc(clear_acc), .en_acc(en_acc),
               .m_data_out_y(m_data_out_y), .m_valid_y(m_valid_y), .m_ready_y(m_ready_y), .op_done(op_done), .addr_f(addr_f),
               .addr_x1(addr_x1));
    ctrlpath c(.clk(clk), .reset(reset), .s_valid_x(s_valid_x), .m_ready_y(m_ready_y), .wr_en_x(wr_en_x), .clear_acc(clear_acc),
               .en_acc(en_acc), .s_ready_x(s_ready_x), .m_valid_y(m_valid_y), .op_done(op_done), .addr_f(addr_f),
               .addr_x1(addr_x1));
endmodule
module datapath (clk, reset, s_data_in_x, wr_en_x, clear_acc, en_acc, m_data_out_y, m_valid_y, m_ready_y, op_done, addr_f,
                 addr_x1);
    parameter                      T = 16, P = 1, X_COUNT = 64, F_COUNT = 8, ADDR_X = $clog2(X_COUNT), ADDR_F = $clog2(F_COUNT);
    input                          clk, reset, wr_en_x, clear_acc, en_acc;
    input signed [T-1:0]           s_data_in_x;
    input [ADDR_X-1:0]             addr_x1;
    input [ADDR_F-1:0]             addr_f;
    logic signed [T-1:0]           m_data_out_y1;
    logic signed [T-1:0]           s_data_out_f, s_data_out_x1;
    output logic signed [T-1:0]    m_data_out_y;
    input logic                    m_valid_y, m_ready_y;
    logic [P:0]                    counter2;
    output logic                   op_done;
    conv_64_8_16_1_f_rom rom(.clk(clk), .addr(addr_f), .z(s_data_out_f));
    memory #(T, X_COUNT, ADDR_X) x_mem1(.clk(clk), .data_in(s_data_in_x), .data_out(s_data_out_x1), .addr(addr_x1), .wr_en(wr_en_x));
    mac m1 (.clk(clk), .en_acc(en_acc), .reset(reset), .clear_acc(clear_acc), .inx(s_data_out_x1), .inf(s_data_out_f), .out(m_data_out_y1),
        	.m_valid_y(m_valid_y));
    always_comb begin
        if((m_valid_y == 1) & (m_ready_y == 1)) begin
            if(counter2 == 0) begin
                m_data_out_y = m_data_out_y1;
            end
            else begin
                m_data_out_y = 0;
            end
        end
        else begin
            m_data_out_y = 0;
        end
    end
    assign op_done = (m_valid_y == 1) & (m_ready_y == 1) & (counter2 == P-1); 
    always_ff @(posedge clk) begin
        if (reset == 1) begin
            counter2 <= 0;
        end
        if((m_valid_y == 1) & (m_ready_y == 1)) begin
            counter2 <= counter2 + 1;
        end
        else if((m_valid_y == 0) & (m_ready_y == 1)) begin
            counter2 <= 0;
        end
        else if((m_valid_y == 0) & (m_ready_y == 0)) begin
            counter2 <= 0;
        end
    end
endmodule
module ctrlpath (clk, reset, s_valid_x, m_ready_y, wr_en_x, clear_acc, en_acc, s_ready_x, m_valid_y, op_done, addr_f,
                 addr_x1);
    parameter                      T = 16, P = 1, X_COUNT = 64, F_COUNT = 8, ADDR_X = $clog2(X_COUNT), ADDR_F = $clog2(F_COUNT),
	                               OP_COUNT = X_COUNT-F_COUNT+1, COUNTER_V = $clog2(OP_COUNT);
    input logic                    clk, reset, s_valid_x, m_ready_y;
    output logic                   s_ready_x, m_valid_y;
    output logic [ADDR_X-1:0]             addr_x1;
    output logic [ADDR_F-1:0]      addr_f;
    output logic                   wr_en_x, clear_acc, en_acc;
    logic                          wr_done_x, loaded_x; 
    logic [COUNTER_V + 1:0]        counter;
    logic [ADDR_F:0]               counter1;
    input logic                    op_done;
    always_ff @(posedge clk) begin
        if (reset == 1) begin
            s_ready_x <= 1;
            addr_x1<= 0;
            addr_f <= 0;
            counter1 <= 0;
            en_acc <= 0;
            counter <= P;
            wr_done_x <= 0;
            m_valid_y <= 0;
        end
        if (wr_en_x == 1) begin
            addr_x1 <= addr_x1 + 1;
        end
        if (loaded_x == 1) begin
            addr_x1 <= 0;
            addr_f <= 0;
            counter1 <= 0;
            s_ready_x <= 0;
        end
        if ((s_ready_x == 0) & (m_valid_y == 0)) begin
            if (counter < OP_COUNT+1) begin
                if (counter1 == 1) begin
                    en_acc <= 1;
                end
                else if (counter1 == F_COUNT+1) begin
                    en_acc <= 0;
                end
                if (counter1 < F_COUNT+1) begin
                    addr_x1 <= addr_x1 + 1;
                    addr_f <=  addr_f + 1;
                    counter1 <= counter1 + 1;
                end
                else begin
                    m_valid_y <= 1;
                    counter <= counter + P;
                    addr_x1 <= counter + 0;
                    addr_f <= 0;
                    counter1 <= 0;
                end
            end
            else begin
                addr_x1<= 0;
                addr_f <= 0;
                counter1 <= 0;
                s_ready_x <= 1;
                counter <= P;
            end
        end
        if (clear_acc == 1) begin
            m_valid_y <= 0;
        end
    end
    assign wr_en_x = (s_ready_x == 1) & (s_valid_x == 1);
    assign loaded_x = (addr_x1 == X_COUNT-1) & (wr_en_x == 1);
    assign clear_acc = (m_valid_y == 1) & (m_ready_y == 1) & (op_done == 1);
endmodule
module mac(clk, en_acc, reset, clear_acc, inx, inf, out, m_valid_y);
    parameter                    T = 16, MAX_VAL = ((1<<(T-1))-1), MIN_VAL = (-1*(1<<(T-1)));
    input                        clk, clear_acc, reset;
    input signed [T-1:0]         inx, inf;
    output logic signed[T-1:0]   out;
    logic signed[T:0]            out_temp;
    logic signed[T-1:0]          mul;
    logic signed[2*T-1:0]        mul_temp;
    input                        en_acc;
    input logic                  m_valid_y;
    always_ff @(posedge clk)
    begin
        mul_temp <= inx * inf;
    end
    always_ff @(posedge clk) begin
        if (reset == 1) begin
           out_temp <= 0;
        end
        else if (clear_acc == 1) begin
           out_temp <= 0;
        end
         else if(en_acc == 1) begin
           out_temp <= mul + out;
        end
    end
    always_comb begin
        if(mul_temp>MAX_VAL) begin
            mul = MAX_VAL;
        end
        else if(mul_temp<MIN_VAL) begin
            mul = MIN_VAL;
        end
        else begin
            mul = mul_temp;
        end
        if(m_valid_y == 1) begin
            if(out_temp < 0) begin
                out = 0;
            end
            else if(out_temp>MAX_VAL) begin
                out = MAX_VAL;
            end
            else begin
                out = out_temp;
            end
        end
        else if(out_temp>MAX_VAL) begin
            out = MAX_VAL;
        end
        else if(out_temp<MIN_VAL)begin 
            out = MIN_VAL;
        end
        else begin
            out = out_temp;
        end
    end
endmodule
module memory(clk, data_in, data_out, addr, wr_en);
    parameter                   WIDTH=16, SIZE=64, LOGSIZE=6;
    input [WIDTH-1:0]           data_in;
    output logic [WIDTH-1:0]    data_out;
    input [LOGSIZE-1:0]         addr;
    input                       clk, wr_en;
    logic [SIZE-1:0][WIDTH-1:0] mem;
    always_ff @(posedge clk) begin
        data_out <= mem[addr];
        if (wr_en)
            mem[addr] <= data_in;
    end
endmodule
module conv_64_8_16_1_f_rom(clk, addr, z);
   input clk;
   input [2:0] addr;
   output logic signed [15:0] z;
   always_ff @(posedge clk) begin
      case(addr)
        0: z <= 16'd27;
        1: z <= -16'd113;
        2: z <= 16'd40;
        3: z <= 16'd53;
        4: z <= 16'd219;
        5: z <= -16'd74;
        6: z <= 16'd114;
        7: z <= 16'd145;
      endcase
   end
endmodule
==> run.sh <==
#!/bin/bash
# OpenROAD 26Q1-2900-gdf79404cd8, Yosys 0.63+post, stock flow scripts
make -C /OpenROAD-flow-scripts/flow DESIGN_CONFIG=/design/flow/config.mk WORK_HOME=/design/flow/orfs finish
==> config.mk <==
export PLATFORM = sky130hd
export DESIGN_NAME = conv_64_8_16_1
export DESIGN_NICKNAME = conv_64_8_16_1
export VERILOG_FILES = /design/flow/design.v
export SDC_FILE = /design/flow/constraint.sdc
export NUM_CORES = 4
export LEC_CHECK = 1
export CORE_UTILIZATION = 40
==> constraint.sdc <==
current_design conv_64_8_16_1

set clk_period 40.1
set clk_io_pct 0.2

create_clock -name clk0 -period $clk_period [get_ports {clk}]

set non_clock_inputs [all_inputs -no_clocks]
set_input_delay [expr $clk_period * $clk_io_pct] -clock clk0 $non_clock_inputs
set_output_delay [expr $clk_period * $clk_io_pct] -clock clk0 [all_outputs]
==> run summary <==
From the run reports.

- The total length of routed met3 wires reads 34600 µm.
- The count of flip-flops with a built-in enable after synthesis is 1039.
- After routing, the total negative slack on setup checks comes to 0 ns.
- The endpoint of the worst hold path is reported as c.counter[6].
- STA puts the critical path data arrival time at 9.89 ns.
- The number of vias in the routed layout is 44600.
- The cell area that synthesis handed to floorplanning was 64600 µm².
- Measured along the y axis, the die boundary spans 404 µm.
- The clock-pin slew of the registers on the worst-case setup and hold paths reads 0.06 ns.
- After floorplanning, the die was sized to cover 163000 µm².
- The number of global-route vias before repair is 45600.
- The tool warning count for the run is 44.
- The H-tree depth is 3.
- STA classifies the critical path startpoint as an input pin.
- The clock insertion delay at the later pin of the skew report is 0.81 ns.
- The HPWL after detailed placement is 133000 µm.
- The area taken by multi-input combinational cells is reported as 28500 µm².
- The total overflow reported by the global router is 0.
- The run finished with clean final reports.
- The number of synthesis warnings reads 5.
- The chip area line of the yosys report reads 64600 µm².
- Of all cell types, the one taking the most synthesized area is edfxtp_1.
- Per the timing report, the most critical flop-to-flop path originates at d.x_mem1.data_out[4].
- The primary flip-flop cell chosen by synthesis mapping reads edfxtp_1.
- The post-route DRC violation count reads 0.
- The sink count of the clock tree is 1124.
- By area the synthesized netlist is led by edfxtp_1 (48%), fa_1 (7.8%), mux4_2 (6.7%).
- Hold analysis shows the worst path with a depth of 1.
- The highest clock rate this design can be run at is 0.0558 GHz.
- The first-pass GRT wire length reads 305000 µm.
- The path type of the worst min-delay path is reg -> reg.
- In the finished design, the share of the clock period the worst path needs comes to 0.447.
- The mean cell area of the mapped netlist is 12.3 µm².
- The part of the Yosys area used for sequential elements reads 0.510.
- The hold buffer count at CTS reads 0.
- TritonRoute output was used to compute an average wire per cell of 27.7 µm.
- CTS reports a maximum clock tree buffer depth of 3.
- Max-cap violations in this run came to 0.
- The die boundary width is 404 µm.
- The fraction of final layout cells sized beyond drive strength 1 reads 0.129.
- The wire length after detailed routing reads 205000 µm.
- The start point of the worst min-delay path reads c.counter[6].
- The endpoint type of the worst setup path reads an output pin.
- The worst-case reg-to-reg setup slack stands at 33.13 ns.
- In this run the remaining antenna-violating nets after routing total 0.
- The area of the core reads 160000 µm².
- The number of cells on the worst reg-to-reg path reads 19.
- The relative max-transition margin is 0.120.
- The post-synthesis register bit count is 1124.
- The initial antenna violation count is 12.
- The yosys stat cell total reads 5232.
- The data required time of the critical path is 32.08 ns.
- The final setup violation count is 0.
- The max-slew violation count is 0.
- The pin count of the biggest net entering global routing reads 131.
- The final timing report derives a shortest allowable period of 17.91 ns.
- The start point of the critical path is m_ready_y.
- The portion of synthesized cell area occupied by the leading cell type reads 0.483.
- The via density per instance is 6.03.
- The tree is rooted in a clkbuf_16.
- The iteration-0 DRC count of the detailed router is 3279.
- The maximum fanout along the worst path reads 18.
- The highest layer touched by signal routing is met5.
- The most common cell in the synthesized netlist is edfxtp_1.
- The area growth from synthesis to layout reads 9.58%.
- The CTS tree reads yes.
- The reg-to-reg endpoint reads d.m1.mul_temp[31].
- After synthesis, the most frequently instantiated cells are edfxtp_1 (1039), nand2_1 (707), o21ai_0 (501), a22o_1 (465), inv_1 (331).
- The number of distinct library cells after synthesis is 88.
- The top-level I/O count is 38.
- The hold violation count in the final report is 0.
- Across the whole layout, storage elements account for 32900 µm².
- Setup repair after global routing left no endpoint under its margin.
- The number of setup buffers added after CTS reads 0.
- The fill cell total of the finished layout reads 14400.
- The fraction of registers with async set or reset after synthesis is 0.
- The overall track demand over capacity in global routing reads 0.273.
- The total met2 wirelength after detailed routing is 87300 µm.
- The floorplan has 147 rows.
- The final weighted congestion recorded by global placement is 1.03.
- The type of the worst setup path is in -> out.
- The iteration tally of the first detailed-router pass is 7.
- After technology mapping, the gate count stands at 5232.
- The number of CTS-inserted buffers reads 121.
- The initial standard-cell utilization of the core is 0.402.
- The worst-case clock skew reads 0.0850 ns.
- The quantity of I/O buffers inserted on ports is 36.
- The post-CTS resize count is 0.
- The wire length the detailed router placed on met1 is 71700 µm.
- The transition time at the pin with the least slew margin reads 1.31 ns.
==> logic make-up after synthesis <==
group | synth area share
compound gates | 0.141
simple gates | 0.0790
flops | 0.510
buf+inv | 0.0500
mux | 0.114
fa+ha+maj | 0.100
xor+xnor | 0.00678
other cells | 0.0000581
==> metal layers <==
layer / up-vias / track usage
li1: 19300 / -
met1: 22200 / 0.348
met2: 2658 / 0.371
met3: 498 / 0.188
met4: 22 / 0.108
met5: - / 0.0268
==> how the worst max path moves through the flow <==
stage	end	slack (ns)	cells after the start
CTS	m_data_out_y[11]	22.15	4
global route	m_data_out_y[12]	22.01	4
finish	m_data_out_y[11]	22.19	4
==> layout make-up <==
| cell class | instances | area share |
|---|---|---|
| diodes | 6 | 0.000212 |
| multi-input cells | 3367 | 0.402 |
| flip-flops and latches | 1124 | 0.465 |
| repair buffers | 197 | 0.0228 |
| inverters | 334 | 0.0178 |
| clock inverters | 61 | 0.00800 |
| clock buffers | 161 | 0.0454 |
| well taps | 2160 | 0.0382 |
==> registers in the layout (all words and copies together), names as in the netlist <==
signal,count
c.s_ready_x,1
c.counter1,4
c.m_valid_y,1
d.counter2,2
c.addr_f,3
d.x_mem1.mem,1024
d.m1.mul_temp,32
c.addr_x1,6
c.counter,8
c.en_acc,1
d.x_mem1.data_out,16
d.m1.out_temp,17
d.rom.z,9
==> cell usage in the layout, fill, tap and decap left out, drive strengths merged, types with 10 or more instances in the layout <==
cell type	synthesis	final
nand4	12	12
nand2b	22	22
a22o	465	465
clkdlybuf4s50	0	35
o221ai	71	71
nor2	147	147
a211oi	18	18
nand2	719	719
ha	111	111
o22ai	40	40
buf	201	162
edfxtp	1039	1039
nand3	34	34
clkinv	0	49
dfxtp	85	85
a21oi	99	99
or3	19	19
and3	12	12
a21o	15	15
inv	334	338
xor2	10	10
nor2b	25	25
fa	253	253
mux2i	194	194
nor3	37	37
mux4	191	191
clkbuf	206	161
xnor2	40	40
and2	98	98
mux2	98	98
o21a	24	24
o21ai	523	523
==> worst max-delay path: stages <==
cell,delay [ns]
clkdlybuf4s50_1,0.51
nand3_1,0.54
nor2b_1,0.32
clkdlybuf4s50_1,0.49
==> per-stage QoR <==
step / cell area [µm²] / hold slack [ns] / util / setup WS, ns / cells
global route: 70700 / 0.480 / 0.441 / 22.01 / 7405
detailed placement: 66900 / 0.451 / 0.417 / 22.15 / 7182
floorplan: 64600 / 0.431 / - / 8.81 / 5232
CTS: 70700 / 0.471 / 0.441 / 22.15 / 7404
finish: 70700 / 0.467 / 0.441 / 22.19 / 7410
global placement: 66900 / 0.446 / 0.417 / 22.18 / 7182
