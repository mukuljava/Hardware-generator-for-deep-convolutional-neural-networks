[config.mk]
export PLATFORM = sky130hd
export DESIGN_NAME = conv_32_4_16_1
export DESIGN_NICKNAME = conv_32_4_16_1
export VERILOG_FILES = /design/flow/design.v
export SDC_FILE = /design/flow/constraint.sdc
export NUM_CORES = 4
export LEC_CHECK = 1
export CORE_UTILIZATION = 50
[run.sh]
#!/bin/bash
# OpenROAD 26Q1-2900-gdf79404cd8, Yosys 0.63+post, stock flow scripts
make -C /OpenROAD-flow-scripts/flow DESIGN_CONFIG=/design/flow/config.mk WORK_HOME=/design/flow/orfs finish
[design.v]
module conv_32_4_16_1(clk, reset, s_data_in_x, s_valid_x, s_ready_x, m_data_out_y, m_valid_y, m_ready_y);
    parameter                      T = 16, X_COUNT = 32, F_COUNT = 4, ADDR_X = $clog2(X_COUNT), ADDR_F = $clog2(F_COUNT);
    input                          clk, reset, s_valid_x, m_ready_y;
    input signed [T-1:0]           s_data_in_x;
    output logic                   s_ready_x, m_valid_y;
    output logic signed [T-1:0]    m_data_out_y;
    logic [ADDR_X-1:0]             addr_x1;
    logic [ADDR_F-1:0]             addr_f;
    logic                          wr_en_x, clear_acc, en_acc, op_done;
    datapath3 d(.clk(clk), .reset(reset), .s_data_in_x(s_data_in_x), .wr_en_x(wr_en_x), .clear_acc(clear_acc), .en_acc(en_acc),
               .m_data_out_y(m_data_out_y), .m_valid_y(m_valid_y), .m_ready_y(m_ready_y), .op_done(op_done), .addr_f(addr_f),
               .addr_x1(addr_x1));
    ctrlpath3 c(.clk(clk), .reset(reset), .s_valid_x(s_valid_x), .m_ready_y(m_ready_y), .wr_en_x(wr_en_x), .clear_acc(clear_acc),
               .en_acc(en_acc), .s_ready_x(s_ready_x), .m_valid_y(m_valid_y), .op_done(op_done), .addr_f(addr_f),
               .addr_x1(addr_x1));
endmodule
module datapath3 (clk, reset, s_data_in_x, wr_en_x, clear_acc, en_acc, m_data_out_y, m_valid_y, m_ready_y, op_done, addr_f,
                 addr_x1);
    parameter                      T = 16, P = 1, X_COUNT = 32, F_COUNT = 4, ADDR_X = $clog2(X_COUNT), ADDR_F = $clog2(F_COUNT);
    input                          clk, reset, wr_en_x, clear_acc, en_acc;
    input signed [T-1:0]           s_data_in_x;
    input [ADDR_X-1:0]             addr_x1;
    input [ADDR_F-1:0]             addr_f;
    logic signed [T-1:0]           m_data_out_y1;
    logic signed [T-1:0]           s_data_out_f, s_data_out_x1;
    output logic signed [T-1:0]    m_data_out_y;
    input logic                    m_valid_y, m_ready_y;
    logic [P:0]                    counter2;
    output logic                   op_done;
    conv_32_4_16_1_f_rom rom(.clk(clk), .addr(addr_f), .z(s_data_out_f));
    memory3 #(T, X_COUNT, ADDR_X) x_mem1(.clk(clk), .data_in(s_data_in_x), .data_out(s_data_out_x1), .addr(addr_x1), .wr_en(wr_en_x));
    mac3 m1 (.clk(clk), .en_acc(en_acc), .reset(reset), .clear_acc(clear_acc), .inx(s_data_out_x1), .inf(s_data_out_f), .out(m_data_out_y1),
        	.m_valid_y(m_valid_y));
    always_comb begin
        if((m_valid_y == 1) & (m_ready_y == 1)) begin
            if(counter2 == 0) begin
                m_data_out_y = m_data_out_y1;
            end
            else begin
                m_data_out_y = 0;
            end
        end
        else begin
            m_data_out_y = 0;
        end
    end
    assign op_done = (m_valid_y == 1) & (m_ready_y == 1) & (counter2 == P-1); 
    always_ff @(posedge clk) begin
        if (reset == 1) begin
            counter2 <= 0;
        end
        if((m_valid_y == 1) & (m_ready_y == 1)) begin
            counter2 <= counter2 + 1;
        end
        else if((m_valid_y == 0) & (m_ready_y == 1)) begin
            counter2 <= 0;
        end
        else if((m_valid_y == 0) & (m_ready_y == 0)) begin
            counter2 <= 0;
        end
    end
endmodule
module ctrlpath3 (clk, reset, s_valid_x, m_ready_y, wr_en_x, clear_acc, en_acc, s_ready_x, m_valid_y, op_done, addr_f,
                 addr_x1);
    parameter                      T = 16, P = 1, X_COUNT = 32, F_COUNT = 4, ADDR_X = $clog2(X_COUNT), ADDR_F = $clog2(F_COUNT),
	                               OP_COUNT = X_COUNT-F_COUNT+1, COUNTER_V = $clog2(OP_COUNT);
    input logic                    clk, reset, s_valid_x, m_ready_y;
    output logic                   s_ready_x, m_valid_y;
    output logic [ADDR_X-1:0]             addr_x1;
    output logic [ADDR_F-1:0]      addr_f;
    output logic                   wr_en_x, clear_acc, en_acc;
    logic                          wr_done_x, loaded_x; 
    logic [COUNTER_V + 1:0]        counter;
    logic [ADDR_F:0]               counter1;
    input logic                    op_done;
    always_ff @(posedge clk) begin
        if (reset == 1) begin
            s_ready_x <= 1;
            addr_x1<= 0;
            addr_f <= 0;
            counter1 <= 0;
            en_acc <= 0;
            counter <= P;
            wr_done_x <= 0;
            m_valid_y <= 0;
        end
        if (wr_en_x == 1) begin
            addr_x1 <= addr_x1 + 1;
        end
        if (loaded_x == 1) begin
            addr_x1 <= 0;
            addr_f <= 0;
            counter1 <= 0;
            s_ready_x <= 0;
        end
        if ((s_ready_x == 0) & (m_valid_y == 0)) begin
            if (counter < OP_COUNT+1) begin
                if (counter1 == 1) begin
                    en_acc <= 1;
                end
                else if (counter1 == F_COUNT+1) begin
                    en_acc <= 0;
                end
                if (counter1 < F_COUNT+1) begin
                    addr_x1 <= addr_x1 + 1;
                    addr_f <=  addr_f + 1;
                    counter1 <= counter1 + 1;
                end
                else begin
                    m_valid_y <= 1;
                    counter <= counter + P;
                    addr_x1 <= counter + 0;
                    addr_f <= 0;
                    counter1 <= 0;
                end
            end
            else begin
                addr_x1<= 0;
                addr_f <= 0;
                counter1 <= 0;
                s_ready_x <= 1;
                counter <= P;
            end
        end
        if (clear_acc == 1) begin
            m_valid_y <= 0;
        end
    end
    assign wr_en_x = (s_ready_x == 1) & (s_valid_x == 1);
    assign loaded_x = (addr_x1 == X_COUNT-1) & (wr_en_x == 1);
    assign clear_acc = (m_valid_y == 1) & (m_ready_y == 1) & (op_done == 1);
endmodule
module mac3(clk, en_acc, reset, clear_acc, inx, inf, out, m_valid_y);
    parameter                    T = 16, MAX_VAL = ((1<<(T-1))-1), MIN_VAL = (-1*(1<<(T-1)));
    input                        clk, clear_acc, reset;
    input signed [T-1:0]         inx, inf;
    output logic signed[T-1:0]   out;
    logic signed[T:0]            out_temp;
    logic signed[T-1:0]          mul;
    logic signed[2*T-1:0]        mul_temp;
    input                        en_acc;
    input logic                  m_valid_y;
    always_ff @(posedge clk)
    begin
        mul_temp <= inx * inf;
    end
    always_ff @(posedge clk) begin
        if (reset == 1) begin
           out_temp <= 0;
        end
        else if (clear_acc == 1) begin
           out_temp <= 0;
        end
         else if(en_acc == 1) begin
           out_temp <= mul + out;
        end
    end
    always_comb begin
        if(mul_temp>MAX_VAL) begin
            mul = MAX_VAL;
        end
        else if(mul_temp<MIN_VAL) begin
            mul = MIN_VAL;
        end
        else begin
            mul = mul_temp;
        end
        if(m_valid_y == 1) begin
            if(out_temp < 0) begin
                out = 0;
            end
            else if(out_temp>MAX_VAL) begin
                out = MAX_VAL;
            end
            else begin
                out = out_temp;
            end
        end
        else if(out_temp>MAX_VAL) begin
            out = MAX_VAL;
        end
        else if(out_temp<MIN_VAL)begin 
            out = MIN_VAL;
        end
        else begin
            out = out_temp;
        end
    end
endmodule
module memory3(clk, data_in, data_out, addr, wr_en);
    parameter                   WIDTH=16, SIZE=64, LOGSIZE=6;
    input [WIDTH-1:0]           data_in;
    output logic [WIDTH-1:0]    data_out;
    input [LOGSIZE-1:0]         addr;
    input                       clk, wr_en;
    logic [SIZE-1:0][WIDTH-1:0] mem;
    always_ff @(posedge clk) begin
        data_out <= mem[addr];
        if (wr_en)
            mem[addr] <= data_in;
    end
endmodule
module conv_32_4_16_1_f_rom(clk, addr, z);
   input clk;
   input [1:0] addr;
   output logic signed [15:0] z;
   always_ff @(posedge clk) begin
      case(addr)
        0: z <= 16'd125;
        1: z <= 16'd39;
        2: z <= -16'd83;
        3: z <= -16'd244;
      endcase
   end
endmodule
[constraint.sdc]
current_design conv_32_4_16_1

set clk_period 25.2
set clk_io_pct 0.2

create_clock -name clk0 -period $clk_period [get_ports {clk}]

set non_clock_inputs [all_inputs -no_clocks]
set_input_delay [expr $clk_period * $clk_io_pct] -clock clk0 $non_clock_inputs
set_output_delay [expr $clk_period * $clk_io_pct] -clock clk0 [all_outputs]
==> reports/qor.csv <==
stage;metric;value;unit
outcome;outcome;complete, no violations;
yosys;Post-synth EDFFs;524;
routing;Top Layer Used;met5;
floorplan;DIE AREA;78900;um2
worst_setup_path;Worst setup EP type;primary output;
sta;final critical-path required period;11.85;ns
worst_setup_path;kind of critical path;input pin to primary output;
yosys;Synth top cells by count;edfxtp_1 (524), mux2_2 (482), inv_1 (299);
global_routing;wire length of the first global-routing pass;140000;um
final_layout;final-layout fill cell count;6051;
yosys;Yosys top cell by area;edfxtp_1;
global_routing;GRT Util Overall;25.7;%
sta;Final Hold Vio Count;0;
sta;Slew Viols, Final;0;
final_layout;share of layout cells above drive strength 1;30.1;%
yosys;library cells used by synthesis;65;
sta;RSZ-0062 raised after global routing;false;
yosys;Synthesized registers;605;
clock_network;Reg clk slew, reported paths;0.06;ns
final_layout;final core occ;55.8;%
sta;final setup skew;0.0414;ns
yosys;Synth top cell by count;edfxtp_1;
routing;First-pass DRT Iterations;7;
sta;cycle use final;47.0;%
worst_setup_path;crit-path max FO;17;
floorplan;Die X-Extent;281;um
yosys;async set-reset flop share out of synthesis;0;%
routing;met3 WL post-DR;8670;um
sta;Worst-Margin Slew;0.856;ns
place;placed cell count;3744;
clock_network;clk root buf;clkbuf_16;
sta;Final setup viols;0;
final_layout;P&R area growth vs syn;9.61;%
routing;DRT iter0 DRCs;1238;
clock_network;CTS Sinks;605;
floorplan;CORE AREA;76500;um2
yosys;post-synth design cell area;38900;um2
place;Placer Congestion;0.929;
final_layout;Post-Layout Cell Count;3877;
yosys;Yosys Instances;2785;
global_routing;initial antenna violation count;1;
yosys;main flop type;edfxtp_1;
worst_setup_path;crit path launch type;input pin;
place;IO buf count;36;
clock_network;Inserted Clock Buffers;72;
sta;Rel. slew slack;43.0;%
global_routing;vias in the first global route;24400;
global_routing;Overflow after GRT;0;
routing;drt drc;0;
yosys;yosys stat chip area;38900;um2
routing;total number of vias;22400;
final_layout;Logic cell area;19600;um2
clock_network;clk latency of the worst-skew pair;0.64;ns
yosys;Seq/Total Area, Yosys;44.6;%
worst_setup_path;Worst Path Required;20.16;ns
yosys;Top cell area share;40.4;%
yosys;top cells by area;edfxtp_1 (40%), mux2_2 (14%), fa_1 (12%);
clock_network;hold buffer count at CTS;0;
clock_network;Resized cells post-CTS;0;
yosys;syn avg cell area;14.0;um2
routing;Routed Antenna Nets;0;
clock_network;post-CTS setup buffers;0;
clock_network;Clock Tree Buf Depth;3;
clock_network;H-tree depth;3;
clock_network;CTS tree;built;
floorplan;Init Core Util;50.9;%
yosys;Syn Inst Count;2785;
floorplan;chip height;281;um
sta;setup TNS;0;ns
routing;met1 wire length;33100;um
run;max_cap viols;0;
floorplan;std cell rows;101;
sta;fmax;0.0844;GHz
global_routing;largest net degree at the start of global routing;134;
yosys;synth warn;5;
floorplan;# IOs;38;
routing;n_diodes;0;
routing;Detailed Route WL;88400;um
hold_path;Worst Hold Class;flip-flop to flip-flop;
sta;slack of the critical path;13.35;ns
place;Place WS;13.33;ns
place;post-DP HPWL;58700;um
routing;DR WL/cell;22.8;um
final_layout;register area;17400;um2
run;Log Warnings;35;
routing;Via-to-Cell Ratio;5.77;
worst_setup_path;Arr. time, crit path;6.81;ns
routing;Met2 Routed Length;44100;um
-- layer usage --
| layer | up-vias | GRT usage (%) |
|---|---|---|
| li1 | 10000 | - |
| met1 | 11300 | 35.3 |
| met2 | 828 | 40.1 |
| met3 | 137 | 11.5 |
| met4 | 6 | 6.15 |
| met5 | - | 0.688 |
-- cell families (layout without fill, tap and decap cells) --
family	Yosys count	in the layout	share of synthesized area, %
DFF	605	605	44.6
buffers and inverters	470	532	4.92
and+or+nand+nor	433	433	5.45
adders and majority gates	361	361	16.2
muxes	684	684	24.6
AOI/OAI and AO/OA	173	173	2.92
other	1	1	0.00964
xor gates and xnor gates	58	58	1.31
-- stage by stage --
step | hold slack [ns] | cell area (um2)
2_1_floorplan | 0.431 | 38900
3_3_place_gp | 0.449 | 40300
3_5_place_dp | 0.452 | 40300
4_1_cts | 0.466 | 42700
5_1_grt | 0.491 | 42700
6_report | 0.465 | 42700
-- critical path, cell delays in order --
cell	delay [ns]
clkdlybuf4s50_1	0.53
nand3_1	0.47
nor2b_1	0.28
clkdlybuf4s50_1	0.49
-- state kept, by name, summed over array words and instances, names as in the netlist --
name and count:
c.counter1 3, d.rom.z 6, d.m1.mul_temp 32, c.en_acc 1, d.x_mem1.data_out 16, d.x_mem1.mem 512, c.s_ready_x 1, c.addr_f 2
d.m1.out_temp 17, c.addr_x1 5, c.counter 7, d.counter2 2, c.m_valid_y 1
-- path summary, 6_finish.rpt --
check / from / depth (start not counted) / end / slack, ns
worst max-delay path: m_ready_y / 4 / m_data_out_y[12] / 13.35
worst min-delay path: c.counter[6]$_DFF_P_ / 1 / c.counter[6]$_DFF_P_ / 0.46
worst max register to register: d.rom.z[14]$_DFF_P_ / 22 / d.m1.mul_temp[30]$_DFF_P_ / 17.95
worst min register to register: c.counter[6]$_DFF_P_ / 1 / c.counter[6]$_DFF_P_ / 0.46
-- layout by cell type (no fill, tap or decap), types with 12 or more instances in the layout --
| cell | n |
|---|---|
| fa_1 | 239 |
| ha_1 | 121 |
| nand2b_1 | 24 |
| mux4_2 | 160 |
| xnor2_1 | 46 |
| clkbuf_1 | 16 |
| clkdlybuf4s50_1 | 36 |
| a21oi_1 | 35 |
| nor2_1 | 72 |
| xor2_1 | 12 |
| nand2_1 | 170 |
| edfxtp_1 | 524 |
| nor2b_1 | 24 |
| and2_1 | 48 |
| inv_1 | 298 |
| nand3_1 | 14 |
| mux2_2 | 482 |
| o21ai_0 | 48 |
| clkinv_1 | 19 |
| nor3_1 | 15 |
| clkbuf_16 | 72 |
| and3_1 | 13 |
| dfxtp_1 | 81 |
| buf_4 | 60 |
| a21o_1 | 36 |
| mux2_4 | 20 |
-- cell type report --
| cell class | count | area share [%] |
|---|---|---|
| clock buffers | 91 | 4.46 |
| clock inverters | 42 | 1.05 |
| inverters | 300 | 2.66 |
| multi-input cells | 1710 | 46.1 |
| flip-flops and latches | 605 | 40.7 |
| well taps | 1030 | 3.02 |
| repair buffers | 99 | 2.04 |
