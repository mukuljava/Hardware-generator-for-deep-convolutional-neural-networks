==> ./config.mk <==
export PLATFORM = sky130hd
export DESIGN_NAME = conv_16_4_8_1
export DESIGN_NICKNAME = conv_16_4_8_1
export VERILOG_FILES = /design/flow/design.v
export SDC_FILE = /design/flow/constraint.sdc
export NUM_CORES = 4
export LEC_CHECK = 1
export CORE_UTILIZATION = 40
==> ./constraint.sdc <==
current_design conv_16_4_8_1

set clk_period 7.1
set clk_io_pct 0.2

create_clock -name clk0 -period $clk_period [get_ports {clk}]

set non_clock_inputs [all_inputs -no_clocks]
set_input_delay [expr $clk_period * $clk_io_pct] -clock clk0 $non_clock_inputs
set_output_delay [expr $clk_period * $clk_io_pct] -clock clk0 [all_outputs]
==> ./design.v <==
module conv_16_4_8_1(clk, reset, s_data_in_x, s_valid_x, s_ready_x, m_data_out_y, m_valid_y, m_ready_y);
    parameter                      T = 8, X_COUNT = 16, F_COUNT = 4, ADDR_X = $clog2(X_COUNT), ADDR_F = $clog2(F_COUNT);
    input                          clk, reset, s_valid_x, m_ready_y;
    input signed [T-1:0]           s_data_in_x;
    output logic                   s_ready_x, m_valid_y;
    output logic signed [T-1:0]    m_data_out_y;
    logic [ADDR_X-1:0]             addr_x1;
    logic [ADDR_F-1:0]             addr_f;
    logic                          wr_en_x, clear_acc, en_acc, op_done;
    datapath1 d(.clk(clk), .reset(reset), .s_data_in_x(s_data_in_x), .wr_en_x(wr_en_x), .clear_acc(clear_acc), .en_acc(en_acc),
               .m_data_out_y(m_data_out_y), .m_valid_y(m_valid_y), .m_ready_y(m_ready_y), .op_done(op_done), .addr_f(addr_f),
               .addr_x1(addr_x1));
    ctrlpath1 c(.clk(clk), .reset(reset), .s_valid_x(s_valid_x), .m_ready_y(m_ready_y), .wr_en_x(wr_en_x), .clear_acc(clear_acc),
               .en_acc(en_acc), .s_ready_x(s_ready_x), .m_valid_y(m_valid_y), .op_done(op_done), .addr_f(addr_f),
               .addr_x1(addr_x1));
endmodule
module datapath1 (clk, reset, s_data_in_x, wr_en_x, clear_acc, en_acc, m_data_out_y, m_valid_y, m_ready_y, op_done, addr_f,
                 addr_x1);
    parameter                      T = 8, P = 1, X_COUNT = 16, F_COUNT = 4, ADDR_X = $clog2(X_COUNT), ADDR_F = $clog2(F_COUNT);
    input                          clk, reset, wr_en_x, clear_acc, en_acc;
    input signed [T-1:0]           s_data_in_x;
    input [ADDR_X-1:0]             addr_x1;
    input [ADDR_F-1:0]             addr_f;
    logic signed [T-1:0]           m_data_out_y1;
    logic signed [T-1:0]           s_data_out_f, s_data_out_x1;
    output logic signed [T-1:0]    m_data_out_y;
    input logic                    m_valid_y, m_ready_y;
    logic [P:0]                    counter2;
    output logic                   op_done;
    conv_16_4_8_1_f_rom rom(.clk(clk), .addr(addr_f), .z(s_data_out_f));
    memory1 #(T, X_COUNT, ADDR_X) x_mem1(.clk(clk), .data_in(s_data_in_x), .data_out(s_data_out_x1), .addr(addr_x1), .wr_en(wr_en_x));
    mac1 m1 (.clk(clk), .en_acc(en_acc), .reset(reset), .clear_acc(clear_acc), .inx(s_data_out_x1), .inf(s_data_out_f), .out(m_data_out_y1),
        	.m_valid_y(m_valid_y));
    always_comb begin
        if((m_valid_y == 1) & (m_ready_y == 1)) begin
            if(counter2 == 0) begin
                m_data_out_y = m_data_out_y1;
            end
            else begin
                m_data_out_y = 0;
            end
        end
        else begin
            m_data_out_y = 0;
        end
    end
    assign op_done = (m_valid_y == 1) & (m_ready_y == 1) & (counter2 == P-1); 
    always_ff @(posedge clk) begin
        if (reset == 1) begin
            counter2 <= 0;
        end
        if((m_valid_y == 1) & (m_ready_y == 1)) begin
            counter2 <= counter2 + 1;
        end
        else if((m_valid_y == 0) & (m_ready_y == 1)) begin
            counter2 <= 0;
        end
        else if((m_valid_y == 0) & (m_ready_y == 0)) begin
            counter2 <= 0;
        end
    end
endmodule
module ctrlpath1 (clk, reset, s_valid_x, m_ready_y, wr_en_x, clear_acc, en_acc, s_ready_x, m_valid_y, op_done, addr_f,
                 addr_x1);
    parameter                      T = 8, P = 1, X_COUNT = 16, F_COUNT = 4, ADDR_X = $clog2(X_COUNT), ADDR_F = $clog2(F_COUNT),
	                               OP_COUNT = X_COUNT-F_COUNT+1, COUNTER_V = $clog2(OP_COUNT);
    input logic                    clk, reset, s_valid_x, m_ready_y;
    output logic                   s_ready_x, m_valid_y;
    output logic [ADDR_X-1:0]             addr_x1;
    output logic [ADDR_F-1:0]      addr_f;
    output logic                   wr_en_x, clear_acc, en_acc;
    logic                          wr_done_x, loaded_x; 
    logic [COUNTER_V + 1:0]        counter;
    logic [ADDR_F:0]               counter1;
    input logic                    op_done;
    always_ff @(posedge clk) begin
        if (reset == 1) begin
            s_ready_x <= 1;
            addr_x1<= 0;
            addr_f <= 0;
            counter1 <= 0;
            en_acc <= 0;
            counter <= P;
            wr_done_x <= 0;
            m_valid_y <= 0;
        end
        if (wr_en_x == 1) begin
            addr_x1 <= addr_x1 + 1;
        end
        if (loaded_x == 1) begin
            addr_x1 <= 0;
            addr_f <= 0;
            counter1 <= 0;
            s_ready_x <= 0;
        end
        if ((s_ready_x == 0) & (m_valid_y == 0)) begin
            if (counter < OP_COUNT+1) begin
                if (counter1 == 1) begin
                    en_acc <= 1;
                end
                else if (counter1 == F_COUNT+1) begin
                    en_acc <= 0;
                end
                if (counter1 < F_COUNT+1) begin
                    addr_x1 <= addr_x1 + 1;
                    addr_f <=  addr_f + 1;
                    counter1 <= counter1 + 1;
                end
                else begin
                    m_valid_y <= 1;
                    counter <= counter + P;
                    addr_x1 <= counter + 0;
                    addr_f <= 0;
                    counter1 <= 0;
                end
            end
            else begin
                addr_x1<= 0;
                addr_f <= 0;
                counter1 <= 0;
                s_ready_x <= 1;
                counter <= P;
            end
        end
        if (clear_acc == 1) begin
            m_valid_y <= 0;
        end
    end
    assign wr_en_x = (s_ready_x == 1) & (s_valid_x == 1);
    assign loaded_x = (addr_x1 == X_COUNT-1) & (wr_en_x == 1);
    assign clear_acc = (m_valid_y == 1) & (m_ready_y == 1) & (op_done == 1);
endmodule
module mac1(clk, en_acc, reset, clear_acc, inx, inf, out, m_valid_y);
    parameter                    T = 8, MAX_VAL = ((1<<(T-1))-1), MIN_VAL = (-1*(1<<(T-1)));
    input                        clk, clear_acc, reset;
    input signed [T-1:0]         inx, inf;
    output logic signed[T-1:0]   out;
    logic signed[T:0]            out_temp;
    logic signed[T-1:0]          mul;
    logic signed[2*T-1:0]        mul_temp;
    input                        en_acc;
    input logic                  m_valid_y;
    always_ff @(posedge clk)
    begin
        mul_temp <= inx * inf;
    end
    always_ff @(posedge clk) begin
        if (reset == 1) begin
           out_temp <= 0;
        end
        else if (clear_acc == 1) begin
           out_temp <= 0;
        end
         else if(en_acc == 1) begin
           out_temp <= mul + out;
        end
    end
    always_comb begin
        if(mul_temp>MAX_VAL) begin
            mul = MAX_VAL;
        end
        else if(mul_temp<MIN_VAL) begin
            mul = MIN_VAL;
        end
        else begin
            mul = mul_temp;
        end
        if(m_valid_y == 1) begin
            if(out_temp < 0) begin
                out = 0;
            end
            else if(out_temp>MAX_VAL) begin
                out = MAX_VAL;
            end
            else begin
                out = out_temp;
            end
        end
        else if(out_temp>MAX_VAL) begin
            out = MAX_VAL;
        end
        else if(out_temp<MIN_VAL)begin 
            out = MIN_VAL;
        end
        else begin
            out = out_temp;
        end
    end
endmodule
module memory1(clk, data_in, data_out, addr, wr_en);
    parameter                   WIDTH=16, SIZE=64, LOGSIZE=6;
    input [WIDTH-1:0]           data_in;
    output logic [WIDTH-1:0]    data_out;
    input [LOGSIZE-1:0]         addr;
    input                       clk, wr_en;
    logic [SIZE-1:0][WIDTH-1:0] mem;
    always_ff @(posedge clk) begin
        data_out <= mem[addr];
        if (wr_en)
            mem[addr] <= data_in;
    end
endmodule
module conv_16_4_8_1_f_rom(clk, addr, z);
   input clk;
   input [1:0] addr;
   output logic signed [7:0] z;
   always_ff @(posedge clk) begin
      case(addr)
        0: z <= -8'd10;
        1: z <= -8'd11;
        2: z <= 8'd3;
        3: z <= -8'd14;
      endcase
   end
endmodule
==> ./run.sh <==
#!/bin/bash
# OpenROAD 26Q1-2900-gdf79404cd8, Yosys 0.63+post, stock flow scripts
make -C /OpenROAD-flow-scripts/flow DESIGN_CONFIG=/design/flow/config.mk WORK_HOME=/design/flow/orfs finish
==> out/metrics.csv <==
stage,metric,value,unit
setup_path,slowest library cell on the worst path,sky130_fd_sc_hd__dfxtp_1,
setup_path,Critical Path Fanout Max,15,
synthesis,area share of the largest cell type after synthesis,36.9,%
final_layout,MI comb area,0.00569,mm²
synthesis,post-synthesis cell count,910,
final_layout,fill cell total of the finished layout,2560,
drt,ANT cells,0,
sta,Tightest Pin Transition,0.723,ns
grt,first-pass GRT wire length,36.7,mm
cts,number of levels the H-tree was split into,4,
pwr,power per cell area,488,mW/mm²
synthesis,main area contributors after synthesis,"sky130_fd_sc_hd__edfxtp_1 37%, sky130_fd_sc_hd__mux2_2 12%, sky130_fd_sc_hd__dfxtp_1 8.1%, sky130_fd_sc_hd__fa_1 7.8%, sky130_fd_sc_hd__mux4_2 6.4%",
pwr,switching power share of the total,41.6,%
cts,clock net sink count,185,
placement,hpwl dp,15.2,mm
job,Max Cap Violations,0,
sta,maximum clock skew at final layout,0.0148,ns
drt,total via count in the routed design,6792,
setup_path,Worst setup SP type,register,
drt,# DRC,0,
synthesis,"EDFF count, synth",139,
hold_path,worst min-delay path category,reg -> reg,
synthesis,post-synthesis sequential area ratio,45.0,%
sta,unrepaired setup endpoints after global routing,no,
sta,number of max-slew violations in the final report,0,
synthesis,yosys cell count,910,
cts,Clock Tree Buf Depth,2,
cts,CTS Root Cell,sky130_fd_sc_hd__clkbuf_16,
cts,hold buffer count at CTS,0,
sta,final clock period utilization by the worst path,62.7,%
pwr,Pwr Total,6090,µW
drt,ratio of routed vias to standard cells,5.17,
cts,cell resize tally after clock tree synthesis,0,
floorplanning,initial standard-cell utilization of the core,40.7,%
setup_path,cell type group with the largest total delay on the critical path,adder cells,
synthesis,flip-flop cell with the highest count after synthesis,sky130_fd_sc_hd__edfxtp_1,
placement,final estimated routing congestion in global placement,0.880,
pwr,P_int,3560,µW
drt,antenna-violating nets left,0,
placement,count of port buffers added during placement,20,
cts,number of buffers inserted to repair setup after CTS,0,
grt,initial antenna violation count,0,
setup_path,Critical Path Sink Type,register,
synthesis,synthesized area per cell,12.4,µm²
synthesis,cell type contributing the most total cell area after synthesis,sky130_fd_sc_hd__edfxtp_1,
pwr,leakage power total,0.00483,µW
sta,post-route minimum period,4.45,ns
pwr,proportion of power drawn by combinational gates,59.8,%
run_status,status,completed,
synthesis,Synth cell types,69,
synthesis,yosys warning tally,5,
pwr,Psw,2530,µW
final_layout,signed area change from the synthesized netlist to the final layout,10.4,%
cts,Clock Latency Late Sink,0.44,ns
floorplanning,Placement Rows,61,
cts,TritonCTS clock tree,done,
cts,clock slew at the register clock pins of the worst setup and hold paths,0.07,ns
synthesis,Synth async-reset ratio,0,%
grt,total congestion overflow,0,
drt,DRC marker count from the first detailed-route iteration,393,
setup_path,required time of the worst setup path,7.45,ns
grt,number of global-route vias before repair,6840,
sta,Setup Viol. Count Final,0,
sta,TNS Setup,0,ns
sta,Slew Limit Headroom,51.7,%
synthesis,synthesized cell area,0.0113,mm²
floorplanning,IO Pins,22,
sta,final hold violation count,0,
synthesis,area reported by Yosys stat,0.0113,mm²
final_layout,utilization after layout,44.9,%
pwr,sequential share of power,24.4,%
floorplanning,Die H,170,µm
grt,maximum number of pins on one net before global-route repair,50,
sta,Highest Clock Rate,0.225,GHz
setup_path,CP Cell Sequence,"and2_1, inv_1, fa_1, inv_1, fa_1, fa_1, inv_1, fa_1, inv_1, ha_1, a21oi_1, o21ai_0, or4_1, o211ai_1",
setup_path,type of the worst setup path,reg -> reg,
final_layout,fraction of final layout cells with drive strength greater than 1,22.4,%
floorplanning,total die size,0.0290,mm²
cts,total clock buffers created by CTS,17,
job,Tool Warnings,30,
floorplanning,core area,0.0278,mm²
drt,detail-routed net length per standard cell,17.1,µm
floorplanning,horizontal die size,170,µm
synthesis,register bit count reported by yosys,185,
drt,wire length after detailed routing,22.5,mm
final_layout,total area of sequential cells,0.00509,mm²
setup_path,arrival time at the worst endpoint,4.80,ns
pwr,Clk network pwr share,15.8,%
setup_path,number of buffers and inverters on the critical path,4,
grt,total routing usage reported by global routing,17.4,%
drt,First-pass DRT Iterations,4,
pwr,worst supply voltage drop on vdd,470,µV
setup_path,Critical Path Max Stage Delay,0.59,ns
[worst min-delay path: cells and delay by family (launching register included)]
family / cells / cell delay, ns
flip-flops: 1 / 0.33
AND-OR/OR-AND: 1 / 0.06
AND/OR/NAND/NOR: 1 / 0.05
[cell usage in the layout (no fill, tap or decap), types with 15 or more instances in the layout]
master                            Yosys  routed
sky130_fd_sc_hd__nor2_1              25      25
sky130_fd_sc_hd__and2_1              31      31
sky130_fd_sc_hd__clkdlybuf4s50_1      0      20
sky130_fd_sc_hd__o21ai_0             24      24
sky130_fd_sc_hd__nor2b_1             15      15
sky130_fd_sc_hd__dfxtp_1             46      46
sky130_fd_sc_hd__inv_1              102     102
sky130_fd_sc_hd__clkbuf_16            0      17
sky130_fd_sc_hd__ha_1                55      55
sky130_fd_sc_hd__xnor2_1             16      16
sky130_fd_sc_hd__edfxtp_1           139     139
sky130_fd_sc_hd__fa_1                44      44
sky130_fd_sc_hd__nand2_1             71      71
sky130_fd_sc_hd__mux2_2             119     119
sky130_fd_sc_hd__mux4_2              32      32
[layer usage]
layer,global-route usage (%),vias to the layer above,share of wire [%]
met5,0,-,0
met3,5.26,10,5.6
met2,27.6,131,48
met1,26.1,3367,46
li1,-,3284,-
met4,1.14,0,0.74
[cell usage after synthesis, types with 2 or more instances]
cell type                    n
sky130_fd_sc_hd__nand2_1    71
sky130_fd_sc_hd__buf_4       3
sky130_fd_sc_hd__o21ai_1     2
sky130_fd_sc_hd__nor2_1     25
sky130_fd_sc_hd__o31a_1      2
sky130_fd_sc_hd__and2_1     31
sky130_fd_sc_hd__o21ai_0    24
sky130_fd_sc_hd__xor2_1      4
sky130_fd_sc_hd__nor3b_1     4
sky130_fd_sc_hd__nand3_1     7
sky130_fd_sc_hd__a211oi_1    5
sky130_fd_sc_hd__or4_1       2
sky130_fd_sc_hd__a21oi_1    11
sky130_fd_sc_hd__a31oi_1    10
sky130_fd_sc_hd__o311ai_0    2
sky130_fd_sc_hd__edfxtp_1  139
sky130_fd_sc_hd__nand3b_1    3
sky130_fd_sc_hd__and3_1     11
sky130_fd_sc_hd__o211ai_1    2
sky130_fd_sc_hd__a21o_1     11
sky130_fd_sc_hd__nand2b_1   11
sky130_fd_sc_hd__o21a_1      9
sky130_fd_sc_hd__mux2_2    119
sky130_fd_sc_hd__nand4_1     4
sky130_fd_sc_hd__dfxtp_1    46
sky130_fd_sc_hd__nor3_1      5
sky130_fd_sc_hd__nand2_2     3
sky130_fd_sc_hd__mux2i_1     5
sky130_fd_sc_hd__nor4_1      3
sky130_fd_sc_hd__buf_2       8
sky130_fd_sc_hd__inv_1     102
sky130_fd_sc_hd__nor2_2      4
sky130_fd_sc_hd__nand3_2     3
sky130_fd_sc_hd__ha_1       55
sky130_fd_sc_hd__nor2b_1    15
sky130_fd_sc_hd__mux4_2     32
sky130_fd_sc_hd__xnor2_1    16
sky130_fd_sc_hd__nor2_4      2
sky130_fd_sc_hd__a22o_1      6
sky130_fd_sc_hd__o22ai_1     3
sky130_fd_sc_hd__fa_1       44
sky130_fd_sc_hd__clkbuf_1   19
[cell type report]
class                           instances  area share (%)
Sequential cell                       185            40.8
Inverter                              104            3.13
Multi-Input combinational cell        590            45.6
Clock buffer                           17            3.41
Tap cell                              378            3.79
Clock inverter                         15            1.38
Timing Repair Buffer                   25            1.90
[path summary, 6_finish.rpt]
path / endpoint / startpoint / cells past startpoint / slack, ns
setup / recovery: d.m1.mul_temp[14] / d.rom.z[6] / 14 / 2.65
hold / removal: c.counter[4] / c.counter[4] / 2 / 0.48
setup reg to reg: d.m1.mul_temp[14] / d.rom.z[6] / 14 / 2.65
hold reg to reg: c.counter[4] / c.counter[4] / 2 / 0.48
[logic make-up (layout without fill, tap and decap cells)]
group	Yosys count	count (layout)	synth area share [%]
compound gates	98	98	5.94
xor+xnor	20	20	1.55
fa+ha+maj	99	99	13.9
buf+inv	135	161	4.68
flops	185	185	45.0
mux	156	156	18.7
other cells	1	1	0.0331
simple gates	216	216	10.2
[flip-flops by register name, indices dropped and copies added, names as in the netlist]
register           flops
d.rom.z                4
c.s_ready_x            1
d.m1.mul_temp         16
c.en_acc               1
c.m_valid_y            1
c.counter              6
c.addr_f               2
d.counter2             2
d.x_mem1.data_out      8
d.x_mem1.mem         128
c.counter1             3
d.m1.out_temp          9
c.addr_x1              4
[power by group through the flow]
| stage | clock [µW] | sequential (µW) | combinational (µW) |
|---|---|---|---|
| 4_1_cts | 989 | 1490 | 3710 |
| 6_report | 964 | 1490 | 3640 |
| 5_1_grt | 1030 | 1510 | 4200 |
[through the flow]
step | area, µm² | setup WS, ns | std cells | hold WS, ns
floorplan | 11300 | 0.258 | 910 | 0.448
global placement | 11900 | 2.72 | 1282 | 0.468
detailed placement | 11900 | 2.65 | 1282 | 0.471
CTS | 12500 | 2.63 | 1314 | 0.481
global route | 12500 | 2.41 | 1314 | 0.507
finish | 12500 | 2.65 | 1314 | 0.483
Power figures rest on the tool's default switching activity, not on a simulated workload.
